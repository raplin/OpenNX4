### flow/config.mk
export PLATFORM = sky130hd
export DESIGN_NAME = external_memory_controller
export DESIGN_NICKNAME = external_memory_controller
export VERILOG_FILES = /design/flow/design.v
export SDC_FILE = /design/flow/constraint.sdc
export NUM_CORES = 4
export LEC_CHECK = 1
export CORE_UTILIZATION = 30
### flow/constraint.sdc
current_design external_memory_controller

set clk_period 6.3
set clk_io_pct 0.2

create_clock -name clk0 -period $clk_period [get_ports {CLK_40}]

set non_clock_inputs [all_inputs -no_clocks]
set_input_delay [expr $clk_period * $clk_io_pct] -clock clk0 $non_clock_inputs
set_output_delay [expr $clk_period * $clk_io_pct] -clock clk0 [all_outputs]
### flow/design.v
`timescale 1ns / 1ps
module external_memory_controller(
	output reg [19:0] ext_address_bus,
	inout [7:0] ext_data_bus,
	output reg mem_we,	 
	output reg sram_oe,	 
	output reg sram_bhe,  
	output reg sram_ble,  
	output reg flash_ce,  
   output reg flash_oe,  
   input flash_ry_by,
	input CLK_40,
	output reg [7:0] sram_read_data,
	input [7:0] sram_write_data,
	input [17:0] sram_write_address,
	input [17:0] sram_read_address,
	output reg sram_read_idle,
	input sram_read_req,
	input sram_write_req,
	output reg sram_write_idle,
	output reg [7:0] flash_read_data,
	input flash_read_req,
	input [7:0] flash_write_data,
	input [19:0] flash_write_address,
	input [19:0] flash_read_address,
	output reg flash_read_idle,
	input flash_write_req,
	output reg flash_write_idle,
	input reset
   );
parameter STATE_IDLE 				=0;
parameter STATE_SRAM_READ			=1;
parameter STATE_SRAM_WRITE			=2;
parameter STATE_FLASH_READ_SETUP	=3;
parameter STATE_FLASH_READ			=4;
parameter STATE_FLASH_WRITE_SETUP=5;
parameter STATE_FLASH_WRITE		=6;
parameter FLASH_ACCESS_TIME_CYCLES=3;   
	reg [3:0]state;
	reg ext_data_is_output=0;
	reg [7:0] ext_data_out;
	reg [2:0] delay_cycles;
	assign ext_data_bus = ext_data_is_output ? ext_data_out : 8'bz;
	integer next_state;
	always @(posedge CLK_40 or posedge reset)
	begin
		if (reset) begin
			ext_address_bus<=0;
			mem_we<=1;
			sram_bhe<=1;
			sram_ble<=0;
			flash_ce<=1;
			flash_oe<=1;
			flash_read_data<=0;
			flash_read_idle<=1;
			sram_read_data<=0;
			sram_read_idle<=1;
			sram_oe<=1;
			state<=STATE_IDLE;
			flash_write_idle<=1;
			sram_write_idle<=1;
		end
		else
		begin
			if (sram_read_req && sram_read_idle) sram_read_idle<=0;
			if (sram_write_req && sram_write_idle) sram_write_idle<=0;
			if (flash_read_req && flash_read_idle) flash_read_idle<=0;
			if (flash_write_req && flash_write_idle) flash_write_idle<=0;
			if (delay_cycles>0)begin
				delay_cycles<=delay_cycles-1;
			end
			else
			begin
				next_state=state;
				if (state!=STATE_IDLE)
				begin
					case (state)
					STATE_SRAM_READ:
									begin
										sram_read_data<=ext_data_bus;
										sram_read_idle<=1;
										sram_oe<=1;
										next_state=STATE_IDLE;
									end
					STATE_FLASH_READ:	
									begin
										flash_read_data<=ext_data_bus;
										flash_read_idle<=1;
										flash_oe<=1;
										next_state=STATE_IDLE;
									end
					STATE_SRAM_WRITE:
									begin
										mem_we<=1;
										sram_write_idle<=1;
										next_state=STATE_IDLE;
									end
					STATE_FLASH_WRITE:
									begin	 
										mem_we<=1;
										flash_write_idle<=1;
										next_state=STATE_IDLE;
									end
					default:		begin
									end
					endcase		
				end
				if (next_state==STATE_IDLE)
				begin
					if (sram_read_req) 
					begin
						next_state=STATE_SRAM_READ;
						flash_oe<=1;
						flash_ce<=1;
						sram_oe<=0;
						mem_we<=1;
						sram_ble<=sram_write_address[0];
						sram_bhe<=~sram_write_address[0];
						ext_data_is_output<=0;
						ext_address_bus<=sram_read_address[17:1];	 
					end
					else
						sram_read_idle<=1;
					if (next_state==STATE_IDLE)
					begin
						if (sram_write_req)
						begin
							next_state=STATE_SRAM_WRITE;
							flash_oe<=1;
							flash_ce<=1;
							mem_we<=0;
							sram_oe<=1;
							ext_data_out<=sram_write_data;
							ext_data_is_output<=1;
							sram_ble<=sram_write_address[0];
							sram_bhe<=~sram_write_address[0];
							ext_address_bus<=sram_write_address[17:1];
						end
						else
							sram_write_idle<=1;
					end
					if (next_state==STATE_IDLE)
					begin
						if (flash_read_req)
						begin
							next_state=STATE_FLASH_READ;
							flash_oe<=0;
							flash_ce<=0;
							sram_oe<=1;
							mem_we<=1;
							ext_data_is_output<=0;
							ext_address_bus<=flash_read_address[19:0];
							delay_cycles<=FLASH_ACCESS_TIME_CYCLES;
						end
						else
							flash_read_idle<=1;
					end
					if (next_state==STATE_IDLE)
					begin
						if (flash_write_req)
						begin
							next_state=STATE_FLASH_WRITE;
							flash_oe<=1;
							flash_ce<=0;
							mem_we<=0;
							sram_oe<=1;
							ext_data_out<=flash_write_data;
							ext_data_is_output<=1;
							ext_address_bus<=flash_write_address[19:0];
							delay_cycles<=FLASH_ACCESS_TIME_CYCLES;
						end
						else
							flash_write_idle<=1;
					end
					if (next_state==STATE_IDLE)
					begin
						flash_oe<=1;
						flash_ce<=1;
						sram_oe<=1;
						mem_we<=1;
					end
				end
				state<=next_state;
			end
		end
	end
endmodule
### flow/run.sh
#!/bin/bash
# OpenROAD 26Q1-2900-gdf79404cd8, Yosys 0.63+post, stock flow scripts
make -C /OpenROAD-flow-scripts/flow DESIGN_CONFIG=/design/flow/config.mk WORK_HOME=/design/flow/orfs finish
==> impl.org <==
* Implementation run

** Synthesis
- Summing every instance area after synthesis gives 3290 sq um.
- Post-Synthesis Mean Instance Area :: 11.1 sq um
- Synthesis area per yosys :: 3290 sq um
- EDFF count, synth :: 11
- Largest cells by area :: sky130_fd_sc_hd__dfrtp_1 (31%), sky130_fd_sc_hd__mux2_2 (12%), sky130_fd_sc_hd__edfxtp_1 (10%)
- Dominant synthesized flop cell :: sky130_fd_sc_hd__dfrtp_1
- After technology mapping, the gate count stands at 297.
- # Cells Yosys :: 297
- Post-synthesis sequential area ratio :: 48.3%
- Cell type contributing the most total cell area after synthesis :: sky130_fd_sc_hd__dfrtp_1
- Summed over its instances, the top area cell type makes up between 30% and 40% of the synthesized netlist area.
- Number of distinct library cells after synthesis :: 41
- Counting flops with an async set or reset pin after synthesis yields a share of ~82%.
- Synth Warn # :: 2
- The synthesis stat section lists a flop and latch total of 61.

** Placed design
- RePlAce ended its routability-driven mode at a weighted congestion of 0.813.
- Port buffer count :: 142
- Placed Cells :: 557
- Total half-perimeter wirelength after legalization and detailed placement :: 6.71 mm

** Floorplan
- Floorplan row count :: 37
- The horizontal die dimension reported for this design is 107 um.
- The share of the core area taken by cells at floorplan is 31.5%.
- The die is 107 um tall.
- Count of pins on the block boundary :: 153

** Clock tree
- Buffer levels on the longest clock path :: 2
- The number of setup buffers added after CTS is 0.
- In this run the number of H-tree levels came out at 3.
- TritonCTS buffer count :: 9
- Number of sinks on the clock net :: 61
- Total of hold buffers inserted after clock tree synthesis :: 0
- CTS placed an instance of sky130_fd_sc_hd__clkbuf_8 at the clock tree root.
- Once the clock tree was built, the resizer swapped 0 gates to a different size.

** Outcome
- The first error in the log reads "[error] [KeplerFormal.cpp:679] Workflow failed: Iso has multiple drivers: .ext_data_bus0, ext_data_bus[0]$_DFFE_PP_.Q0".
- Status :: stopped before the end
- Per the run summary, the flow got no further than clock tree synthesis (4_1_cts).
cells by family after synthesis:
family / Yosys count / share of synthesized area [%]
muxes: 59 / 19.2
adders and majority gates: 2 / 0.759
DFF: 61 / 48.3
AOI/OAI and AO/OA: 74 / 15.9
buffers and inverters: 32 / 5.58
and+or+nand+nor: 69 / 10.2
stage by stage:
step	hold slack (ps)	utilization, %	area (sq um)	total power, mW	setup slack (ps)
floorplan	433	-	3290	0.511	3250
global placement	468	45.6	4780	0.599	2500
detailed placement	472	45.6	4780	0.603	2470
cells in the mapped netlist (all sizes together), types with 2 or more instances:
cell and count:
o31ai 2, buf 12, dfrtp 41, mux2i 25, or3 2, a221oi 17, nor3 5, mux2 34
nor2 38, or4b 2, clkbuf 10, o2bb2ai 4, edfxtp 11, or2 2, o21ai 4, a31oi 5
o22ai 19, dfstp 9, and2 2, nand2 12, ha 2, a21oi 15, inv 10, nor2b 3
a22oi 3
Power figures rest on the tool's default switching activity, not on a simulated workload.
